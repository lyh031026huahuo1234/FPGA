`design/flow/design.v`:
```
module RegFile(
    input clk,
    input rst_bar,
    input [2:0] reg1,
    input [2:0] reg2,
    input [2:0] regw,
    input we, 
    input [15:0] regw_value,
    output [15:0] reg1_value,
    output [15:0] reg2_value
);
reg [15:0] mem[7:0];     
assign reg1_value = mem[$unsigned(reg1)];
assign reg2_value = mem[$unsigned(reg2)];
integer i;
always @(posedge clk or negedge rst_bar) begin
    if(rst_bar == 1'b0) begin
        for (i=0; i<16; i=i+1) begin
            mem[i][15:0] <= 0;
        end
    end
    else if (we == 1'b1) begin
        mem[$unsigned(regw)] <= regw_value;
    end
end
endmodule
```
`design/flow/run.sh`:
```
#!/bin/bash
# OpenROAD 26Q1-2900-gdf79404cd8, Yosys 0.63+post, stock flow scripts
make -C /OpenROAD-flow-scripts/flow DESIGN_CONFIG=/design/flow/config.mk WORK_HOME=/design/flow/orfs finish
```
`design/flow/config.mk`:
```
export PLATFORM = sky130hd
export DESIGN_NAME = RegFile
export DESIGN_NICKNAME = RegFile
export VERILOG_FILES = /design/flow/design.v
export SDC_FILE = /design/flow/constraint.sdc
export NUM_CORES = 4
export LEC_CHECK = 1
export CORE_UTILIZATION = 50
```
`design/flow/constraint.sdc`:
```
current_design RegFile

set clk_period 4.5
set clk_io_pct 0.2

create_clock -name clk0 -period $clk_period [get_ports {clk}]

set non_clock_inputs [all_inputs -no_clocks]
set_input_delay [expr $clk_period * $clk_io_pct] -clock clk0 $non_clock_inputs
set_output_delay [expr $clk_period * $clk_io_pct] -clock clk0 [all_outputs]
```
==> impl_metrics.env <==
# implementation run metrics
export IMPL_netlist_area_um2=7038
export IMPL_cts_buffers_inserted=17
export IMPL_synthDistinctLibCells=47
export IMPL_postRouteAntennaNets=0
export IMPL_post_cts_buffers=0
export IMPL_reg_top3="mem (128)"
export IMPL_antenna_found_initial=0
export IMPL_top_register="mem"
export IMPL_ys_area_um2=7038
export IMPL_ys_cells=570
export IMPL_synthAoiAreaFrac=0.1106
export IMPL_synth_main_ff_cell="dfrtp_1"
export IMPL_dieWidth_um=120.6
export IMPL_p_seq_frac=0.415
export IMPL_rows=42
export IMPL_drt_iter0_drc=318
export IMPL_p_per_area_nw_per_um2=456.5
export IMPL_drv_cap=0
export IMPL_post_cts_resized=0
export IMPL_cp_required_ns=3.60
export IMPL_min_path_type="input pin to async pin"
export IMPL_clock_fmax_mhz=245.1
export IMPL_cts_tree="yes"
export IMPL_dieArea_um2=14550
export IMPL_dpl_hpwl_um=12000
export IMPL_h_tree_depth=4
export IMPL_dr_pass1_iters=5
export IMPL_yosys_area_share_simple=0.08640
export IMPL_hold_viol_final=0
export IMPL_final_common_cell="mux2_2"
export IMPL_gr_total_overflow=0
export IMPL_synth_cells=570
export IMPL_die_h_um=120.6
export IMPL_yosysWarnings=2
export IMPL_fin_setup_tns_ns=0
export IMPL_r2r_setup_slack_ns=3.71
export IMPL_drive_gt1_frac=0.3395
export IMPL_cp_arrival_ns=3.18
export IMPL_cts_hold_buffers_added=0
export IMPL_slew_headroom=0.4100
export IMPL_p_sw_frac=0.2621
export IMPL_ys_sh_mux=0.3070
export IMPL_largest_register_ffs=128
export IMPL_seq_area_um2=3203
export IMPL_setup_viol=0
export IMPL_initial_core_util=0.5211
export IMPL_rsz0062_at_grt="false"
export IMPL_syn_area_per_cell_um2=12.35
export IMPL_yosysSeqAreaShare=0.4551
export IMPL_worst_slack_ns=0.4197
export IMPL_vias=5151
export IMPL_reg2regPathDepth=1
export IMPL_yosys_area_share_xor_xnor=0
export IMPL_drc=0
export IMPL_grt_pass1_wl_um=30100
export IMPL_n_fill_cell=1040
export IMPL_most_common_layout_cells="139 x mux2_2, 128 x dfrtp_1, 56 x clkdlybuf4s50_1, 55 x mux2i_1, 33 x buf_4"
export IMPL_ys_sh_adder=0
export IMPL_port_buffer_count=59
export IMPL_p_int_mw=2.858
export IMPL_cellLeakagePower_nw=3.556
export IMPL_comb_area_um2=3547
export IMPL_clkLatencyLatePin_ns=0.41
export IMPL_critPathCaptureType="output port"
export IMPL_reg2reg_to="mem[6][2]"
export IMPL_cp_start_kind="input pin"
export IMPL_period_needed_ns=4.080
export IMPL_p_sw_mw=1.015
export IMPL_rr_startpoint="mem[6][2]"
export IMPL_cts_sinks=128
export IMPL_cts_clk_slew_worst_paths_ns=0.05
export IMPL_status="complete, no violations"
export IMPL_wirelength_um=19030
export IMPL_post_route_period_util=0.9067
export IMPL_cts_buffer_depth=2
export IMPL_place_ws_ns=0.4287
export IMPL_gp_congestion=0.8617
export IMPL_crit_fanout=8
export IMPL_peakVddDrop_uv=359.8
export IMPL_io_pins=60
export IMPL_vias_per_cell=6.251
export IMPL_ys_seq_elements=128
export IMPL_log_warning_count=26
export IMPL_grt_pass1_vias=5142
export IMPL_grt_max_degree=78
export IMPL_skew_ns=0
export IMPL_p_comb_frac=0.213
export IMPL_edf_count=0
export IMPL_topCombFamilyByArea="multiplexers"
export IMPL_routedWlPerCell_um=23.09
export IMPL_fp_coreArea_um2=13510
export IMPL_worst_pin_slew_ns=0.8818
export IMPL_root_buffer="clkbuf_16"
export IMPL_p_clk_frac=0.372
export IMPL_setup_worst_path_class="input pin to output port"
export IMPL_grt_use_total=0.2906
export IMPL_n_antenna_cell=0
export IMPL_synthToLayoutAreaGrowth_pct=20.55
export IMPL_async_flop_share=1.000
export IMPL_slew_violations=0
-- power groups by stage --
stage | Sequential (mW) | Combinational [mW] | Clock [mW]
4_1_cts | 1.60 | 0.831 | 1.47
5_1_grt | 1.65 | 0.899 | 1.53
6_report | 1.61 | 0.824 | 1.44
-- cells by family (layout without fill, tap and decap cells) --
group,after synthesis,count (layout)
and+or+nand+nor,86,86
DFF,128,128
buffers and inverters,54,132
AOI/OAI and AO/OA,106,106
muxes,196,196
-- worst max-delay path by stage --
| stage | slack (ns) | to | start |
|---|---|---|---|
| after CTS | 0.42 | reg2_value[13] | reg2[0] |
| after global routing | 0.34 | reg2_value[13] | reg2[0] |
| final | 0.42 | reg2_value[13] | reg2[0] |
-- Yosys cell counts, drive strengths merged, types with 2 or more instances --
cell type  instances  area (µm²)
a32oi             10       87.58
o22ai             17       106.4
nand4b             3       45.04
o22a              17       148.9
dfrtp            128        3203
nor2              17       66.32
a31oi             11       68.82
nand3b             2       15.01
o32a               2       20.02
or3                3       18.77
a22oi             10       75.07
nand2              7       26.28
clkbuf            12       46.29
nand2b            15       101.3
a21oi             14       70.07
a211oi            15       112.6
mux2             139        1565
nand4              2       18.77
mux2i             55       550.5
nor3               2       32.53
a221oi             4       35.03
nor3b             27       225.2
mux4               2       45.04
nor2b              2       12.51
buf               35       215.2
inv                7       26.28
-- area by class of cell --
type                            count  share of cell area
Multi-Input combinational cell    388              0.4181
Sequential cell                   128              0.3775
Timing Repair Buffer               93              0.1012
Clock buffer                       19             0.05220
Tap cell                          176             0.02595
Clock inverter                     13             0.02197
Inverter                            7            0.003097
-- critical path, stage by stage --
cell and delay [ns]:
clkdlybuf4s50_1 0.73, buf_4 0.23, nand2b_1 0.25, buf_4 0.28
o22ai_1 0.11, o22a_1 0.19, clkdlybuf4s50_1 0.48
-- per-stage QoR --
step                      power [mW]  cell area [µm²]    util  instances  hold slack, ns
after floorplan                2.089             7038       -        570          0.4895
after global placement         2.429             7855  0.5816        792          0.5071
after detailed placement       2.442             7855  0.5816        792          0.5127
after CTS                      3.901             8484  0.6282        824          0.5252
after global routing           4.071             8484  0.6282        824          0.5446
final                          3.873             8484  0.6282        824          0.5221
-- metal layers --
layer	vias up	share of wire	global-route usage
met5	-	0	0
met4	0	0.011	0.03086
met3	16	0.071	0.07322
met2	181	0.45	0.4152
met1	2649	0.47	0.4823
li1	2305	-	-
No activity file was given, so power comes from the tool's default toggle rates.
